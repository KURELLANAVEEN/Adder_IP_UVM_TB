==> flow/design.v <==
package adder_pkg;
    localparam int ARCH_RCA = 0;
    localparam int ARCH_CLA = 1;  
    localparam int ARCH_KSA = 2;  
    localparam int ARCH_BKA = 3;  
    localparam int ARCH_CSLA = 4;  
    function automatic int clog2(input int value);
        int v;
        begin
            v = 0;
            value = value - 1;
            while (value > 0) begin
                value = value >> 1;
                v = v + 1;
            end
            return v;
        end
    endfunction
endpackage : adder_pkg
module adder_ip #(
    parameter int DATA_WIDTH       = 32,
    parameter bit SIGNED_EN       = 1,
    parameter bit CARRY_IN_EN     = 0,
    parameter bit CARRY_OUT_EN    = 0,
    parameter bit SATURATION_EN   = 0,
    parameter bit PIPELINE_EN     = 0,
    parameter int PIPELINE_STAGES = 1,
    parameter int ARCH            = adder_pkg::ARCH_RCA
) (
    input  logic                         clk,
    input  logic                         rst_n,
    input  logic                         valid_in,
    output logic                         valid_out,
    input  logic [DATA_WIDTH-1:0]        a,
    input  logic [DATA_WIDTH-1:0]        b,
    input  logic                         cin,
    output logic [DATA_WIDTH-1:0]        sum,
    output logic                         cout,
    output logic                         ovf
);
    initial begin
        if (DATA_WIDTH <= 0) 
            $fatal(1, "DATA_WIDTH must be > 0");
        if (PIPELINE_EN && PIPELINE_STAGES < 1) 
            $fatal(1, "PIPELINE_STAGES must be >=1 when PIPELINE_EN=1");
        if (ARCH < 0 || ARCH > 4) 
            $fatal(1, "Unsupported ARCH value. Use constants from adder_pkg.");
    end
    logic [DATA_WIDTH-1:0] a_calc, b_calc;
    logic                  cin_calc;
    assign a_calc = a;
    assign b_calc = b;
    assign cin_calc = (CARRY_IN_EN) ? cin : 1'b0;
    logic [DATA_WIDTH:0] raw_sum_ext_beh;
    generate
        begin : gen_beh
            if (SIGNED_EN) begin
                always_comb raw_sum_ext_beh = $signed({a_calc[DATA_WIDTH-1], a_calc}) +
                                               $signed({b_calc[DATA_WIDTH-1], b_calc}) +
                                               $signed({{DATA_WIDTH{1'b0}}, cin_calc});
            end else begin
                always_comb raw_sum_ext_beh = {{1'b0}, a_calc} + {{1'b0}, b_calc} + {{DATA_WIDTH{1'b0}}, cin_calc};
            end
        end
    endgenerate
    logic [DATA_WIDTH:0] arch_sum_ext;
    generate
        if (ARCH == adder_pkg::ARCH_RCA) begin : GEN_RCA
            adder_rca #(.DATA_WIDTH(DATA_WIDTH)) u_rca (.a(a_calc), .b(b_calc), .cin(cin_calc), .sum_ext(arch_sum_ext));
        end else if (ARCH == adder_pkg::ARCH_KSA) begin : GEN_KSA
            kogge_stone_adder #(.DATA_WIDTH(DATA_WIDTH)) u_ksa (.a(a_calc), .b(b_calc), .cin(cin_calc), .sum_ext(arch_sum_ext));
        end else begin : GEN_FALLBACK
            assign arch_sum_ext = raw_sum_ext_beh;
        end
    endgenerate
    logic local_cout;
    assign local_cout = arch_sum_ext[DATA_WIDTH];
    logic local_ovf;
    always_comb begin
        if (SIGNED_EN) begin
            static logic a_msb = a_calc[DATA_WIDTH-1];
            static logic b_msb = b_calc[DATA_WIDTH-1];
            static logic s_msb = arch_sum_ext[DATA_WIDTH-1];
            local_ovf = (a_msb == b_msb) && (s_msb != a_msb);
        end else begin
            local_ovf = local_cout;
        end
    end
    logic [DATA_WIDTH-1:0] sat_sum;
    always_comb begin
        if (SATURATION_EN) begin
            if (SIGNED_EN) begin
                static logic signed [DATA_WIDTH-1:0] max_pos = {1'b0, {(DATA_WIDTH-1){1'b1}}};
                static logic signed [DATA_WIDTH-1:0] min_neg = {1'b1, {(DATA_WIDTH-1){1'b0}}};
                if (local_ovf) begin
                    if ($signed(a_calc) >= 0 && $signed(b_calc) >= 0)
                        sat_sum = max_pos;
                    else
                        sat_sum = min_neg;
                end else begin
                    sat_sum = arch_sum_ext[DATA_WIDTH-1:0];
                end
            end else begin
                if (local_cout)
                    sat_sum = {DATA_WIDTH{1'b1}};
                else
                    sat_sum = arch_sum_ext[DATA_WIDTH-1:0];
            end
        end else begin
            sat_sum = arch_sum_ext[DATA_WIDTH-1:0];
        end
    end
    logic [DATA_WIDTH-1:0] sum_pre_pipe;
    logic                  cout_pre;
    logic                  ovf_pre;
    logic                  valid_in_pre;
    assign sum_pre_pipe = sat_sum;
    assign cout_pre     = local_cout;
    assign ovf_pre      = local_ovf;
    assign valid_in_pre = valid_in;
    generate
        if (PIPELINE_EN) begin : GEN_PIPELINE_TOP
            logic [DATA_WIDTH-1:0] sum_pipe [0:PIPELINE_STAGES-1];
            logic                  valid_pipe [0:PIPELINE_STAGES-1];
            logic                  cout_pipe  [0:PIPELINE_STAGES-1];
            logic                  ovf_pipe   [0:PIPELINE_STAGES-1];
            integer j;
            always_ff @(posedge clk) begin
                if (!rst_n) begin
                    for (j = 0; j < PIPELINE_STAGES; j++) begin
                        sum_pipe[j]   <= '0;
                        valid_pipe[j] <= 1'b0;
                        cout_pipe[j]  <= 1'b0;
                        ovf_pipe[j]   <= 1'b0;
                    end
                end else begin
                    sum_pipe[0]   <= sum_pre_pipe;
                    valid_pipe[0] <= valid_in_pre;
                    cout_pipe[0]  <= cout_pre;
                    ovf_pipe[0]   <= ovf_pre;
                    for (j = 1; j < PIPELINE_STAGES; j++) begin
                        sum_pipe[j]   <= sum_pipe[j-1];
                        valid_pipe[j] <= valid_pipe[j-1];
                        cout_pipe[j]  <= cout_pipe[j-1];
                        ovf_pipe[j]   <= ovf_pipe[j-1];
                    end
                end
            end
            assign sum      = sum_pipe[PIPELINE_STAGES-1];
            assign cout     = (CARRY_OUT_EN) ? cout_pipe[PIPELINE_STAGES-1] : 1'b0;
            assign ovf      = ovf_pipe[PIPELINE_STAGES-1];
            assign valid_out= valid_pipe[PIPELINE_STAGES-1];
        end else begin : GEN_NOPIPE_TOP
            assign sum      = sum_pre_pipe;
            assign cout     = (CARRY_OUT_EN) ? cout_pre : 1'b0;
            assign ovf      = ovf_pre;
            assign valid_out= valid_in_pre;
        end
    endgenerate
endmodule : adder_ip
module adder_rca #(
    parameter int DATA_WIDTH = 32
) (
    input  logic [DATA_WIDTH-1:0] a,
    input  logic [DATA_WIDTH-1:0] b,
    input  logic                  cin,
    output logic [DATA_WIDTH:0]   sum_ext
);
    logic [DATA_WIDTH:0] carry;
    assign carry[0] = cin;
    genvar i;
    generate
        for (i = 0; i < DATA_WIDTH; i++) begin : gen_bit
            assign sum_ext[i] = a[i] ^ b[i] ^ carry[i];
            assign carry[i+1] = (a[i] & b[i]) | (a[i] & carry[i]) | (b[i] & carry[i]);
        end
    endgenerate
    assign sum_ext[DATA_WIDTH] = carry[DATA_WIDTH];
endmodule : adder_rca
==> flow/run.sh <==
#!/bin/bash
# OpenROAD 26Q1-2900-gdf79404cd8, Yosys 0.63+post, stock flow scripts
make -C /OpenROAD-flow-scripts/flow DESIGN_CONFIG=/design/flow/config.mk WORK_HOME=/design/flow/orfs finish
==> flow/config.mk <==
export PLATFORM = sky130hd
export DESIGN_NAME = adder_ip
export DESIGN_NICKNAME = adder_ip
export VERILOG_FILES = /design/flow/design.v
export SDC_FILE = /design/flow/constraint.sdc
export NUM_CORES = 4
export LEC_CHECK = 1
export CORE_AREA = 10 10 99 99
export DIE_AREA = 0 0 109 109
export SYNTH_HDL_FRONTEND = slang
==> flow/constraint.sdc <==
current_design adder_ip

set clk_period 9.2
set clk_io_pct 0.2

create_clock -name clk0 -period $clk_period

set non_clock_inputs [all_inputs -no_clocks]
set_input_delay [expr $clk_period * $clk_io_pct] -clock clk0 $non_clock_inputs
set_output_delay [expr $clk_period * $clk_io_pct] -clock clk0 [all_outputs]
==> GITHUB_STEP_SUMMARY <==
### Yosys + OpenROAD results

| Metric | Value |
|---|---|
| GR Util met1 | under 10% |
| Worst setup path end | sum[31] |
| Post-route cell area | between 1500 and 2000 um^2 |
| TNS Setup | -50.21 ns |
| Fin worst setup slack | -5.640 ns |
| Synth warnings | 3 |
| CP peak stage delay | 0.36 ns |
| Mean Syn Cell Area | 18.42 um^2 |
| CP delay by family, top | adder cells |
| Unrepaired setup endpoints after global routing | true |
| Ys cells | 36 |
| Top cell excl fill/tap | clkdlybuf4s50_1 |
| Power, Total | approximately 0.11 mW |
| Io pins | roughly 100 |
| Unique masters post-synth | 5 |
| Most common logic cells in the final layout | clkdlybuf4s50_1 (73), fa_2 (29), buf_2 (14), buf_6 (5) |
| Crit Path Class | input pin to output port |
| Setup violators final | 17 |
| Outcome | finished with violations |
| Final Non-Filler Cells | around 230 |
| DP Area | ~1800 um^2 |
| Hold Vio Cnt, Final | 0 |
| Launch point of the worst path | a[0] |
| DRC Markers | 0 |
| Via/cell ratio | 3.043 |
| Seq_cells | 0 |
| Antenna cells | 0 |
| Critical Path AT | 13.00 ns |
| FP Util | about 8.6% |
| Pin count of the biggest net entering global routing | 2 |
| Fraction of layout cells with a size suffix above 1 | about two fifths |
| First-pass GRT wire length | 5.333 mm |
| Met2 Track Usage GR | 9.212% |
| Max-Cap Viols | 0 |
| Final wirelength | 3.697 mm |
| GRT overflow | 0 |
| WP depth | 34 |
| Seq share, synth | 0% |
| Max-slew violations | 0 |
| Crit end category | output port |
| Dpl hpwl | between 3 and 4 mm |
| OpenROAD warnings | 38 |
| Total GRT Usage | 6.081% |
| Critical Path RT | ~7.4 ns |
| Starting DRC count in detailed routing | 3 |
| Pre-antenna DRT Iters | 2 |
| GR Layer Usage met3 | 4.719% |
| Antenna-violating nets left | 0 |
| Routed WL per cell | 15.94 um |
| Die Ht | 109 um |
| PwrDens | 61.07 nW/um^2 |
| Worst path most repeated cell | fa_2 |
| Mapped cell area | 663.1 um^2 |
| Synth Instances | 36 |
| FILL cells | 829 |
| Failing checks | setup timing |
| Initial antenna violation count | 0 |
| CP Max Fanout | 1 |
| Layout area overhead | 164.5% |
| # port buffers | about 96 |
| Number of global-route vias before repair | 898 |
| Hold Crit Depth | 0 |
| Grt peak-use layer | met2 |
| Cts hold-fix bufs | 0 |
| Via count | around 710 |
| Routability cong. | 0.8244 |
| Min-delay worst type | input pin to output port |
| F_max | 67.38 MHz |
| Peak supply drop | 0.01775 mV |
| Register area | 0 um^2 |
| Tcrit/Tclk final | 161.3% |
| Clock period minus worst slack | 14.84 ns |
| Core Rows | 32 |
| Die X | 109 um |
| # clk buffers | 0 |
| Core Area | ~7700 um^2 |
| Critical path buffers and inverters | 2 |
| Startpoint Class | input pin |
| Chip area | 11880 um^2 |
| Placed insts | 232 |
| Yosys chip area | ~660 um^2 |
| Slowest CP cell | fa_2 |
| Static Leak | about 0.63 nW |
==> per-stage QoR <==
step                util [%]  setup WS, ns  hold WS [ns]
detailed placement     23.53        -6.418         3.681
floorplan                  -        -5.136         3.746
CTS                    22.60        -6.040         3.681
global placement       23.53        -6.380         3.681
global route           22.70        -5.956         3.680
finish                 22.70        -5.640         3.680
==> power breakdown <==
part | total, mW | leakage [nW] | switching, mW | internal (mW)
Sequential | 0 | 0 | 0 | 0
Clock | 0 | 0 | 0 | 0
Combinational | 0.107 | 0.631 | 0.0319 | 0.0752
==> Yosys cell counts <==
| library cell | number | area, um^2 |
|---|---|---|
| buf_4 | 3 | 22.52 |
| conb_1 | 1 | 3.750 |
| fa_1 | 30 | 600.6 |
| ha_1 | 1 | 12.51 |
| xor3_1 | 1 | 23.77 |
==> worst min path at each step <==
stage / startpoint / to / slack (ns)
CTS: valid_in / valid_out / 3.68
finish: valid_in / valid_out / 3.68
global route: valid_in / valid_out / 3.68
==> cells by family after synthesis <==
logic type               after synthesis  share of synthesized area [%]
buffers and inverters                  3                          3.396
adder cells (fa/ha/maj)               31                          92.45
other                                  1                         0.5655
XOR/XNOR                               1                          3.584
==> per-layer routing <==
layer / part of all wire (%) / vias up
met3: 24 / 0
met2: 37 / 102
met1: 39 / 312
li1: - / 292
met4: 0 / 0
met5: 0 / -
==> layout make-up <==
class                           count  area, um^2  area share (%)
Tap cell                          102       127.6           7.275
Multi-Input combinational cell     34       729.5           41.58
Timing Repair Buffer               96       897.1           51.14
==> what timing repair did <==
item / CTS / global route
pin swaps: 0 / 0
setup endpoints to repair: 19 / 19
buffers inserted: 0 / 0
gates resized: 74 / 5
No activity file was given, so power comes from the tool's default toggle rates.
